===== /design/flow/design.v =====
module DFF(D,      
           Q,      
			  Write,  
			  Reset,  
			  Clk);   
	input D;
	input Write;
	input Reset;
	input Clk;
	output Q;
	reg data;
	assign Q= data;
	always @ (posedge Clk)
	if (Reset) begin
		data <= 1'b0;
	end  else begin
		if(Write)
			data <= D; 
	end
endmodule
module nbit_mux(MuxIn,    
                MuxOut,   
					 MuxSel);  
parameter SELECT_WIDTH = 3;
input  [2 ** SELECT_WIDTH-1:0] MuxIn;
input  [SELECT_WIDTH-1:0] MuxSel;
output MuxOut;
assign MuxOut = MuxIn[MuxSel];
endmodule
module nbit_demux(DeMuxIn,    
                  DeMuxOut,   
						DeMuxSel);  
parameter SELECT_WIDTH = 3;
input  DeMuxIn;
input  [SELECT_WIDTH-1:0] DeMuxSel;
output [2 ** SELECT_WIDTH-1:0] DeMuxOut;
wire [2 ** SELECT_WIDTH-1:0] select;
generate
	genvar i;  
	assign select[2 ** SELECT_WIDTH-1:0] = 2 ** DeMuxSel[SELECT_WIDTH-1:0];
	for(i= 0;i< 2 ** SELECT_WIDTH;i= i+1)
	begin:demux_loop
		assign DeMuxOut[i] = DeMuxIn & select[i];
	end	
endgenerate
endmodule
module nbit_register_file(WriteData,    
                          ReadData1,    
                          ReadData2,    
                          ReadSelect1,  
                          ReadSelect2,  
                          WriteSelect,  
                          WriteEnable,  
                          Reset,        
                          Clk);         
parameter REG_SELECT_WIDTH = 5;
parameter DATA_WIDTH = 32;
input [DATA_WIDTH-1:0]       WriteData;
input [REG_SELECT_WIDTH-1:0] ReadSelect1;
input [REG_SELECT_WIDTH-1:0] ReadSelect2;
input [REG_SELECT_WIDTH-1:0] WriteSelect;
input WriteEnable;
input Reset;
input Clk;
output [DATA_WIDTH-1:0] ReadData1;
output [DATA_WIDTH-1:0] ReadData2;
wire [2 ** REG_SELECT_WIDTH-1:0] w_reg_to_outmux [DATA_WIDTH-1:0];
wire [2 ** REG_SELECT_WIDTH-1:0] w_write_select;
generate
	genvar k;  
	for(k= 0;k< DATA_WIDTH;k= k+1)
	begin:mux_loop
		nbit_mux #(REG_SELECT_WIDTH) nbitmuxes1 (w_reg_to_outmux[k], ReadData1[k], ReadSelect1);
		nbit_mux #(REG_SELECT_WIDTH) nbitmuxes2 (w_reg_to_outmux[k], ReadData2[k], ReadSelect2);
	end
endgenerate
nbit_demux #(REG_SELECT_WIDTH) writeselect (WriteEnable, w_write_select, WriteSelect);
generate
	genvar i,j;  
	for(i= 0;i< DATA_WIDTH;i= i+1)
	begin:reg_loop1
		 for(j= 0;j< 2 ** REG_SELECT_WIDTH;j= j+1)
		 begin:reg_loop2
			 DFF DFFS (WriteData[i],w_reg_to_outmux[i][j],w_write_select[j],Reset,Clk);
		 end
	end
endgenerate
endmodule

===== /design/flow/run.sh =====
#!/bin/bash
# OpenROAD 26Q1-2900-gdf79404cd8, Yosys 0.63+post, stock flow scripts
make -C /OpenROAD-flow-scripts/flow DESIGN_CONFIG=/design/flow/config.mk WORK_HOME=/design/flow/orfs finish

===== /design/flow/config.mk =====
export PLATFORM = sky130hd
export DESIGN_NAME = nbit_register_file
export DESIGN_NICKNAME = nbit_register_file
export VERILOG_FILES = /design/flow/design.v
export SDC_FILE = /design/flow/constraint.sdc
export NUM_CORES = 4
export LEC_CHECK = 1
export CORE_UTILIZATION = 50

===== /design/flow/constraint.sdc =====
current_design nbit_register_file

set clk_period 7.7
set clk_io_pct 0.2

create_clock -name clk0 -period $clk_period [get_ports {Clk}]

set non_clock_inputs [all_inputs -no_clocks]
set_input_delay [expr $clk_period * $clk_io_pct] -clock clk0 $non_clock_inputs
set_output_delay [expr $clk_period * $clk_io_pct] -clock clk0 [all_outputs]

==> PnR_summary.wiki <==
== Flow metrics ==
{| class="wikitable"
! Metric !! Value
|-
| Hold Path Stages || 2
|-
| Share of synthesized area occupied by flip-flops and latches || 0.383
|-
| Arr. time, crit path || 4.76 ns
|-
| Post-Place Cells || 7939
|-
| Count of different cell masters after synthesis || 31
|-
| Initial DRC Count || 5731
|-
| Final weighted congestion in routability-driven placement || between 0.9 and 1
|-
| HPWL after detailed placement || 129000 um
|-
| Resized cells post-CTS || 0
|-
| # hold bufs at CTS || 0
|-
| Count of library flops with an enable pin || 0
|-
| Dominant combinational cell family by area after synthesis || simple AND/OR/NAND/NOR gates
|-
| Cells after synthesis || 6978
|-
| CTS root buffer || sky130_fd_sc_hd__clkbuf_16
|-
| Standard-cell row count || roughly 120
|-
| Std-Cell Core Area || roughly 110000 um2
|-
| Launching point of the worst reg2reg path || reg_loop1[8].reg_loop2[10].DFFS.data
|-
| Adder Area Share || 0
|-
| Critical path launch point type || input port
|-
| Critical hold path startpoint || reg_loop1[14].reg_loop2[12].DFFS.data
|-
| Worst Setup End Kind || output pin
|-
| Mux area share || 0.191
|-
| Detailed-router iteration count before antenna repair || 19
|-
| Total number of vias || 51466
|-
| R2r endpoint || reg_loop1[8].reg_loop2[10].DFFS.data
|-
| Kind of critical path || in2out
|-
| Port Buf Inserts || 113
|-
| Wirelength, routed || around 220000 um
|-
| Yosys chip area || ~54000 um2
|-
| Wire length of the first global-routing pass || approximately 320000 um
|-
| Final setup violating endpoints || 0
|-
| Worst min-delay path category || reg2reg
|-
| TritonCTS clock tree || built
|-
| Biggest area contributors in the synthesized netlist || sky130_fd_sc_hd__dfxtp_1 (38%), sky130_fd_sc_hd__mux2i_1 (19%), sky130_fd_sc_hd__nand2_1 (16%), sky130_fd_sc_hd__a21oi_1 (11%), sky130_fd_sc_hd__clkbuf_1 (2.9%)
|-
| Time the final worst path needs with I/O delays and setup || between 6 and 7 ns
|-
| Power after layout || 12.5 mW
|-
| Primary FF master, synth || sky130_fd_sc_hd__dfxtp_1
|-
| Final Instance Count excl. Fillers || 8150
|-
| Share of post-route cells with drive strength above 1 || 0.0679
|-
| H-tree depth reported by CTS || 3
|-
| Unrepaired setup endpoints after global routing || no
|-
| Total routing usage reported by global routing || 0.415
|-
| Count of nets left with antenna violations after detail routing || 0
|-
| Fmax achieved || 159 MHz
|-
| Maximum number of pins on one net before global-route repair || 158
|-
| Post-route setup TNS || 0 ns
|-
| Antenna violations before repair || 5
|-
| Setup ws final || 1.40 ns
|-
| Final global-route overflow total || 0
|-
| I/O pin cnt || 114
|-
| Cell count listed in synth_stat.txt || 6978
|-
| Flops & latches, synth || 1024
|-
| Buffer depth of the longest clock path || 3
|-
| Area leader, netlist || sky130_fd_sc_hd__dfxtp_1
|-
| Vias in the first global route || ~48000
|-
| Syn avg cell area || 7.68 um2
|-
| Required time at the worst-slack endpoint || just over 6 ns
|-
| Total leakage power || between 20 and 25 nW
|-
| Clock insertion delay at the later pin of the skew report || between 0.7 and 0.8 ns
|-
| Largest registers || reg_loop1.reg_loop2.DFFS.data: 1024 flops
|-
| TritonCTS Buffers || 113
|-
| Power density normalized to cell area || 211 nW/um2
|-
| Number of inserted filler cells in the final layout || 9590
|-
| Remaining routing DRC violations || 0
|-
| Peak VDD IR || 0.181 mV
|-
| Vias per Instance || about 6.3
|-
| Hold violation count in the final report || 0
|-
| Slew margin rel. || 0.381
|-
| Pre-CTS WS || approximately 1.6 ns
|-
| Die Outline Area || 108000 um2
|-
| Number of warnings in the stage logs || 35
|-
| Synth warn || 2
|-
| Register-to-register setup slack || 6.99 ns
|-
| Ao+oa area frac || 0.169
|-
| Synthesized-area fraction occupied by xor and xnor cells || 0
|-
| Cell area after technology mapping || between 50000 and 60000 um2
|-
| Die height || 329 um
|-
| AND/OR/NAND/NOR Cells, Area Fraction || 0.193
|-
| Clock slew seen by the registers of the worst setup and hold paths || 0.06 ns
|-
| Status || completed
|-
| Skew final || 0 ns
|-
| Max Slew Vio Count || 0
|-
| Largest type area fraction || 0.383
|-
| Area Growth Syn to Fin || 10.1%
|-
| Max_cap viols || 0
|-
| Crit-path max FO || 30
|-
| Tightest Pin Transition || slightly above 0.9 ns
|-
| Setup fix buffers added after clock tree synthesis || 0
|-
| Post-synthesis async set-or-reset flop share || 0
|-
| Flip-flop count of the largest register after layout || 1024
|-
| Count of cells along the worst register-to-register path || 2
|-
| Chip width || 329 um
|-
| Register ranked first by flip-flop count || reg_loop1.reg_loop2.DFFS.data
|-
| Clock sink total || slightly above 1000
|-
| Final period utilization || 0.819
|-
| Worst hold margin || 0.467 ns
|-
| Hold path endpoint || reg_loop1[14].reg_loop2[12].DFFS.data
|-
| Routed len/inst || ~27 um
|-
| Core Util at FP || 0.507
|}
==> report_power, final <==
group | internal [mW] | switching (mW)
clock | 3.47 | 2.34
combinational | 0.432 | 0.857
sequential | 5.34 | 0.0302
==> placed cells by master, fill, tap and decap left out, types with 22 or more instances in the layout <==
cell	synthesis	routed
sky130_fd_sc_hd__clkbuf_16	0	115
sky130_fd_sc_hd__buf_4	113	164
sky130_fd_sc_hd__mux2i_1	1024	1024
sky130_fd_sc_hd__clkdlybuf4s50_1	0	110
sky130_fd_sc_hd__a22oi_1	192	192
sky130_fd_sc_hd__dfxtp_1	1024	1024
sky130_fd_sc_hd__a21oi_1	1216	1216
sky130_fd_sc_hd__buf_12	0	22
sky130_fd_sc_hd__nand3_1	192	192
sky130_fd_sc_hd__nand2_2	0	34
sky130_fd_sc_hd__clkinv_2	0	22
sky130_fd_sc_hd__a22o_1	128	128
sky130_fd_sc_hd__clkbuf_1	412	26
sky130_fd_sc_hd__clkbuf_8	0	25
sky130_fd_sc_hd__nand2_1	2276	2242
sky130_fd_sc_hd__nor3_1	64	64
sky130_fd_sc_hd__a31oi_1	64	64
==> routing by layer <==
layer / vias up / global-route usage / wire (um)
met4: 6 / 0.148 / 10200
met3: 601 / 0.166 / 31200
met5: - / 0 / 35
met2: 3058 / 0.567 / 90600
li1: 23187 / - / -
met1: 24614 / 0.605 / 89700
==> worst max path at each step <==
stage	from	endpoint	slack, ns	cells after the start
6_report	ReadSelect2[2]	ReadData2[6]	1.40	8
5_1_grt	ReadSelect2[1]	ReadData2[6]	1.40	8
4_1_cts	ReadSelect1[0]	ReadData1[18]	1.55	8
==> worst max-delay path, stage by stage <==
cell	delay, ns
sky130_fd_sc_hd__clkdlybuf4s50_1	0.62
sky130_fd_sc_hd__and2_4	0.51
sky130_fd_sc_hd__buf_4	0.57
sky130_fd_sc_hd__buf_4	0.29
sky130_fd_sc_hd__a21oi_1	0.08
sky130_fd_sc_hd__a31oi_1	0.21
sky130_fd_sc_hd__nand3_1	0.36
sky130_fd_sc_hd__clkdlybuf4s50_1	0.53
==> area by class of cell <==
type | count | area (um2) | area share
Tap cell | 1391 | 1740 | 0.0295
Multi-Input combinational cell | 5225 | 30000 | 0.508
Sequential cell | 1024 | 20500 | 0.348
Timing Repair Buffer | 299 | 2820 | 0.0478
Clock inverter | 41 | 608 | 0.0103
Antenna cell | 4 | 10.0 | 0.000170
Clock buffer | 166 | 3320 | 0.0563
==> logic make-up after synthesis <==
kind of cell / Yosys count
buffers and inverters: 729
multiplexers: 1024
AND/OR/NAND/NOR: 2601
AND-OR/OR-AND: 1600
flip-flops: 1024
==> per-stage QoR <==
step	utilization	area, um2
after floorplan	-	53600
after global placement	0.521	55000
after detailed placement	0.521	55000
after CTS	0.558	59000
after global routing	0.558	59000
final	0.558	59000
==> synthesized netlist by cell type (9+ instances only) <==
master / n
sky130_fd_sc_hd__a21oi_1: 1216
sky130_fd_sc_hd__a22o_1: 128
sky130_fd_sc_hd__a22oi_1: 192
sky130_fd_sc_hd__a31oi_1: 64
sky130_fd_sc_hd__buf_1: 23
sky130_fd_sc_hd__buf_2: 175
sky130_fd_sc_hd__buf_4: 113
sky130_fd_sc_hd__clkbuf_1: 412
sky130_fd_sc_hd__dfxtp_1: 1024
sky130_fd_sc_hd__mux2i_1: 1024
sky130_fd_sc_hd__nand2_1: 2276
sky130_fd_sc_hd__nand3_1: 192
sky130_fd_sc_hd__nor2_1: 15
sky130_fd_sc_hd__nor2_2: 9
sky130_fd_sc_hd__nor3_1: 64
sky130_fd_sc_hd__nor3_2: 10
Power is estimated from default activity; no workload was simulated.
