[/design/flow/config.mk]
export PLATFORM = sky130hd
export DESIGN_NAME = nbit_register_file_new
export DESIGN_NICKNAME = nbit_register_file_new
export VERILOG_FILES = /design/flow/design.v
export SDC_FILE = /design/flow/constraint.sdc
export NUM_CORES = 4
export LEC_CHECK = 1
export CORE_UTILIZATION = 30
[/design/flow/constraint.sdc]
current_design nbit_register_file_new

set clk_period 8.5
set clk_io_pct 0.2

create_clock -name clk0 -period $clk_period [get_ports {clk}]

set non_clock_inputs [all_inputs -no_clocks]
set_input_delay [expr $clk_period * $clk_io_pct] -clock clk0 $non_clock_inputs
set_output_delay [expr $clk_period * $clk_io_pct] -clock clk0 [all_outputs]
[/design/flow/design.v]
`timescale 1ns / 1ps
module nbit_register_file_new(write_data,
                          read_data_1, read_data_2,
                          read_sel_1, read_sel_2,
                          write_address, RegWrite, clk);
    parameter data_width = 32;
    parameter select_width = 5;
    input                                       clk, RegWrite;
    input           [data_width-1:0]            write_data;
    input           [4:0]                       read_sel_1, read_sel_2, write_address;
    output reg      [data_width-1:0]            read_data_1, read_data_2;
    reg             [data_width-1:0]            register_file [0:data_width-1];
    integer i;
    initial begin
        for (i = 0; i < 32; i = i + 1) begin
            register_file[i] = 32'd0;
        end    
    end
    always @ (*) begin
        read_data_1 <= register_file[read_sel_1];
        read_data_2 <= register_file[read_sel_2];
    end
    always @ (posedge clk) begin
        if (RegWrite)
            register_file[write_address] <= write_data;
    end
endmodule
[/design/flow/run.sh]
#!/bin/bash
# OpenROAD 26Q1-2900-gdf79404cd8, Yosys 0.63+post, stock flow scripts
make -C /OpenROAD-flow-scripts/flow DESIGN_CONFIG=/design/flow/config.mk WORK_HOME=/design/flow/orfs finish
==> impl_metrics.ini <==
; yosys + openroad results
[outcome]
result_of_the_run = complete, no violations

[worst_setup_path]
crit_path_frequent_cell = sky130_fd_sc_hd__clkdlybuf4s50_1
worst_ep_required_time_ns = 6.80
timing.critical_path.slowest_cell_delay_ns = 0.78
slowest_stage = sky130_fd_sc_hd__clkdlybuf4s50_1
timing.critical_path.depth = 7
path_delay_family = buffers and inverters
timing.setup.critical_path_class = in2out
cp.arrival_ns = 5.02
worst-path-max-fanout = 35
timing.critical_path.cells = clkdlybuf4s50_1 -> and2_4 -> buf_4 -> a21oi_1 -> a31oi_1 -> nand3_1 -> clkdlybuf4s50_1
path_buffers = 3
cp-startpoint = read_sel_1[2]
setup.worst_path.start_class = input pin
setup.worst_path.end_class = output pin

[global_route]
wire_length_of_the_first_global_routing_pass_mm = 217
grt_pass1_vias = 31500
grt.total_usage_pct = 19.2
globalRoute.totalOverflow = 0
initial_antenna_violation_count = 5
grt_max_degree = 96

[sta]
timing_max_transition_violations_final = 0
maxClockFrequency_ghz = 0.149
grt_setup_unrepaired = false
setup_tns_ns = 0
report.final.hold_viol_count = 0
slew_headroom_pct = 34.9
finalClockPeriodUsage_pct = 79.1
finalSetupViolCount = 0
hold-worst-slack_ns = 1.82
layout_min_cycle_time_ns = 6.72
tightest_slew_ns = 0.973

[drt]
vias = 30900
route.final.wire_length_mm = 152
drt_first_iter_violations = 2223
detail_route.drc_violations = 0
dr.pass1.iters = 6
viasPerCell = 5.39
ant_nets = 0
avgRoutedWirePerCell_um = 26.5

[synthesis]
synth-edff-count = 1024
ys_async_sr_fraction_pct = 0
synth-seq-cells = 1024
yosys-stat-cells = 3386
netlist_area_sq_um = 48800
postSynth.topFlopCell = sky130_fd_sc_hd__edfxtp_1
ys_chip_area_sq_um = 48800
syn_warnings = 1
post_synth_inst_count = 3386
synth_area_per_cell_sq_um = 14.4
yosysUniqueCellTypes = 23
synth_seq_share_pct = 63.0

[finish]
area_growth_syn_to_layout_pct = 14.4
n_fill_cell = 15200
largest-register = register_file
highest_count_cells_in_the_layout_ignoring_fill_and_taps = sky130_fd_sc_hd__mux2i_1 (1024), sky130_fd_sc_hd__edfxtp_1 (1024), sky130_fd_sc_hd__nand3_1 (194)
layout-drive-gt1-share_pct = 9.07
largest_reg_flops = 1024
seq_area_sq_um = 30700
largest_registers = register_file: 1024 flops
layout.area.comb_sq_um = 16800

[power]
pwr_density_cell_nw_per_um2 = 199
p_total_uw = 11100
highest_ir_drop_seen_on_vdd_mv = 0.155
power.leakage_uw = 0.0201

[clock_tree]
cts_tree = done
cts_root_buf = sky130_fd_sc_hd__clkbuf_16
number_of_hold_repair_buffers_added_at_the_cts_stage = 0
ctsHtreeMaxLevel = 3
clock_sink_count = 1024
max-clock-path-buffers = 3
clk_pin_slew_worst_paths_ns = 0.06
postCtsResizedCells = 0
postCtsSetupRepairBufs = 0
numCtsBuffers = 102

[floorplanning]
core_region_area_sq_um = 161000
top_level_ports = 113
initial_core_util_pct = 30.3
die-area_sq_um = 164000
placement_rows = 147
die_outline_height_um = 405
die_width_um = 405

[min_path]
worstHoldStart = write_data[17]
timing.hold.worst_path_depth = 2
min_path_type = in2reg

[flow_run]
timing.max_cap.violations = 0
log.warning_count = 26

[placement]
dp_hpwl_mm = 85.6
final_weighted_congestion_in_routability_driven_placement = 0.882
io_buffer_count = 112
[routing by layer]
metal,wire length (um),vias up,global-route usage (%)
li1,-,13500,-
met1,55600,15300,23.8
met2,72100,1712,30.2
met3,18700,277,9.80
met4,5090,8,5.10
met5,49,-,0.238
[area by class of cell]
cell class	instances	area share [%]
well taps	2160	4.84
multi-input cells	2109	30.1
clock buffers	125	4.76
flip-flops and latches	1024	55.1
clock inverters	61	1.06
diodes	1	0.00448
repair buffers	244	4.20
[logic make-up after synthesis]
| kind of cell | Yosys count | share of synthesized area [%] |
|---|---|---|
| compound gates | 576 | 8.04 |
| buf+inv | 253 | 3.21 |
| flops | 1024 | 63.0 |
| mux | 1024 | 21.0 |
| simple gates | 509 | 4.71 |
[through the flow]
step	util (%)	cells	worst slack, ns	area (sq um)
after detailed placement	32.7	5537	1.79	52600
after CTS	34.7	5723	1.79	55800
after global placement	32.7	5537	1.77	52600
after global routing	34.7	5723	1.73	55800
final	34.7	5724	1.78	55800
after floorplan	-	3386	4.04	48800
[synth_stat cells (47+ instances only)]
cell type                  number  share of area (%)
sky130_fd_sc_hd__a31oi_1       64               0.82
sky130_fd_sc_hd__a21oi_1      192                2.0
sky130_fd_sc_hd__nor3_1        64               0.66
sky130_fd_sc_hd__a22oi_1      192                3.0
sky130_fd_sc_hd__mux2i_1     1024                 21
sky130_fd_sc_hd__nand3_1      194                2.0
sky130_fd_sc_hd__nand2_1      195                1.5
sky130_fd_sc_hd__a22o_1       128                2.3
sky130_fd_sc_hd__edfxtp_1    1024                 63
sky130_fd_sc_hd__buf_2         70               0.72
sky130_fd_sc_hd__buf_4         47               0.72
sky130_fd_sc_hd__clkbuf_1      86               0.66
[final timing paths]
| path | to |
|---|---|
| setup / recovery | read_data_1[1] |
| hold / removal | register_file[31][17] |
[power by group]
part / switching [uW] / total [uW] / internal [uW] / leakage (uW)
clock network: 1920 / 4450 / 2530 / 0.00158
registers: 23.6 / 5640 / 5620 / 0.00922
logic: 646 / 1040 / 393 / 0.00930
Power and IR drop assume default switching activity.
