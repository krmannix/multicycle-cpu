### design.v
`timescale 1ns / 1ps
module nbit_register_file2(write_data,
                          read_data_1, read_data_2,
                          read_sel_1, read_sel_2,
                          write_address, RegWrite, clk);
    parameter data_width = 32;
    parameter select_width = 5;
    input                                       clk, RegWrite;
    input           [data_width-1:0]            write_data;
    input           [4:0]                       read_sel_1, read_sel_2, write_address;
    output reg      [data_width-1:0]            read_data_1, read_data_2;
    reg             [data_width-1:0]            register_file [0:data_width-1];
    integer i;
    initial begin
        for (i = 0; i < 32; i = i + 1) begin
            register_file[i] = 32'd0;
        end    
    end
    always @ (*) begin
        read_data_1 <= register_file[read_sel_1];
        read_data_2 <= register_file[read_sel_2];
    end
    always @ (posedge clk) begin
        if (RegWrite)
            register_file[write_address] <= write_data;
    end
endmodule
### run.sh
#!/bin/bash
# OpenROAD 26Q1-2900-gdf79404cd8, Yosys 0.63+post, stock flow scripts
make -C /OpenROAD-flow-scripts/flow DESIGN_CONFIG=/design/flow/config.mk WORK_HOME=/design/flow/orfs finish
### config.mk
export PLATFORM = sky130hd
export DESIGN_NAME = nbit_register_file2
export DESIGN_NICKNAME = nbit_register_file2
export VERILOG_FILES = /design/flow/design.v
export SDC_FILE = /design/flow/constraint.sdc
export NUM_CORES = 4
export LEC_CHECK = 1
export CORE_UTILIZATION = 40
### constraint.sdc
current_design nbit_register_file2

set clk_period 6.4
set clk_io_pct 0.2

create_clock -name clk0 -period $clk_period [get_ports {clk}]

set non_clock_inputs [all_inputs -no_clocks]
set_input_delay [expr $clk_period * $clk_io_pct] -clock clk0 $non_clock_inputs
set_output_delay [expr $clk_period * $clk_io_pct] -clock clk0 [all_outputs]
==> impl_metrics.env <==
# physical design summary
export IMPL_status="finished, final reports clean"
export IMPL_die_y_um=351
export IMPL_layout_drive_gt1_share=0.101
export IMPL_area_growth_pct=14.3
export IMPL_num_vias=30800
export IMPL_cts_root_buf="clkbuf_16"
export IMPL_cts_buffer_depth=3
export IMPL_setup_viol_count_final=0
export IMPL_largest_register="register_file"
export IMPL_wire_per_inst_um=28.9
export IMPL_dp_cells=5024
export IMPL_place_congestion=0.879
export IMPL_power_frac_comb=0.094
export IMPL_warnings=26
export IMPL_start_kind="input pin"
export IMPL_coreArea_sq_um=120000
export IMPL_max_cap_viol_count=0
export IMPL_synthCells=3386
export IMPL_critPathTopFamily="buffers and inverters"
export IMPL_antenna_left=0
export IMPL_cts_hold_buf=0
export IMPL_pwr_share_clk=0.405
export IMPL_slowest_delay_ns=0.67
export IMPL_vdd_drop_max_mv=0.210
export IMPL_cts_num_sinks=1024
export IMPL_fin_crit_ns=5.64
export IMPL_fp_dieArea_sq_um=123000
export IMPL_cts_buffers=103
export IMPL_hold_path_class="input pin to flop"
export IMPL_totalWireLength_um=151000
export IMPL_hold_violations=0
export IMPL_antenna_found_initial=9
export IMPL_path_depth=8
export IMPL_p_per_area_nw_per_um2=268
export IMPL_grt_max_degree=90
export IMPL_arrival_ns=4.36
export IMPL_ys_ff=1024
export IMPL_crit_chain="clkdlybuf4s50_1, nor2b_4, buf_4, a22o_1, nor3_1, a31oi_1, nand3_1, clkdlybuf4s50_1"
export IMPL_fin_util=0.463
export IMPL_crit_slowest_cell="clkdlybuf4s50_1"
export IMPL_worst_pin_slew_ns=0.889
export IMPL_grt_pass1_wl_um=216000
export IMPL_ys_seq_frac=0.630
export IMPL_cp_max_fo=13
export IMPL_endpoint_kind="output pin"
export IMPL_cts_resized=0
export IMPL_hpwl_um=86900
export IMPL_finalMaxSlewViolations=0
export IMPL_ys_types=23
export IMPL_syn_area_sq_um=48800
export IMPL_drt_iter0_markers=2212
export IMPL_post_cts_buffers=0
export IMPL_rows=127
export IMPL_ys_warn_count=1
export IMPL_largest_reg_flops=1024
export IMPL_rsz0062_at_grt="no"
export IMPL_reg_top3="register_file (1024)"
export IMPL_critPathBufInv=3
export IMPL_internal_power_uw=11500
export IMPL_ys_area_sq_um=48800
export IMPL_relSlewSlack=0.406
export IMPL_finalClockPeriodUsage=0.881
export IMPL_cpMostUsedCell="clkdlybuf4s50_1"
export IMPL_fin_ws_ns=0.761
export IMPL_crit_type="input pin to output pin"
export IMPL_die_w_um=351
export IMPL_cts_tree="yes"
export IMPL_initial_core_util=0.405
export IMPL_grt_pass1_vias=31900
export IMPL_drcViolationCount=0
export IMPL_clock_fmax_mhz=177
export IMPL_clk_pin_slew_worst_paths_ns=0.06
export IMPL_p_sw_frac=0.230
export IMPL_overflow=0
export IMPL_p_leak_uw=0.0204
export IMPL_p_seq_frac=0.501
export IMPL_pin_count=113
export IMPL_io_buffers=112
export IMPL_net_switching_power_uw=3440
export IMPL_hold_depth=2
export IMPL_fin_cells=5217
export IMPL_place_ws_ns=0.830
export IMPL_grt_total_usage=0.263
export IMPL_setup_tns_ns=0
export IMPL_synth_area_per_cell_sq_um=14.4
export IMPL_ys_cells=3386
export IMPL_via_per_inst=5.90
export IMPL_worstPathRequired_ns=5.12
export IMPL_htree_levels=3
export IMPL_first_pass_iters=5
-- cells in the final DEF, fill, tap and decap left out, types with 19 or more instances in the layout --
master              n
nand3_1           194
clkinv_1           23
a31oi_1            64
a21oi_1           192
buf_12             38
clkdlybuf4s50_1   110
a22o_1            128
nor3_1             64
edfxtp_1         1024
clkbuf_16         107
nor2_4             34
clkbuf_1           21
a22oi_1           192
nand2_1           193
mux2i_1          1024
buf_4             129
clkinv_2           19
-- power groups by stage --
stage	Clock, uW	Combinational, uW	Sequential, uW
after CTS	6160	1400	7490
final	6070	1410	7490
after global routing	6400	1490	7500
-- cells by family (layout without fill, tap and decap cells) --
group	count (synthesis)	after routing	synth area share
flip-flops	1024	1024	0.630
multiplexers	1024	1024	0.210
AND-OR/OR-AND	576	576	0.0804
buffers and inverters	253	468	0.0321
AND/OR/NAND/NOR	509	509	0.0471
other	0	4	0
-- per-stage QoR --
step	cell area [sq um]	power (uW)	hold WS [ns]
after detailed placement	52400	9030	2.11
after global placement	52400	9030	2.11
final	55800	15000	1.42
after global routing	55800	15400	1.42
after CTS	55800	15000	1.38
after floorplan	48800	8400	1.38
-- Yosys cell counts (all sizes together) --
library cell / n / share of area
edfxtp: 1024 / 0.63
mux2i: 1024 / 0.21
nand2: 195 / 0.015
nand3: 194 / 0.020
a21oi: 192 / 0.020
a22oi: 192 / 0.030
buf: 163 / 0.025
a22o: 128 / 0.023
clkbuf: 90 / 0.0072
a31oi: 64 / 0.0082
nor3: 64 / 0.0066
nor2: 35 / 0.0027
nand3b: 5 / 0.00077
nand2b: 4 / 0.00051
nor2b: 4 / 0.00051
or3b: 3 / 0.00054
and2: 2 / 0.00026
or2: 2 / 0.00026
or3: 1 / 0.00013
-- final cells by class --
cell class / instances / area, sq um
fillers: 10500 / 64700
flip-flops and latches: 1024 / 30700
multi-input cells: 2109 / 16800
repair buffers: 279 / 2860
clock buffers: 128 / 2760
well taps: 1612 / 2020
clock inverters: 61 / 602
diodes: 4 / 10.0
-- routing by layer --
layer / vias up / track usage / routed length (um)
met3: 277 / 0.146 / 20300
met4: 18 / 0.0750 / 5150
li1: 13700 / - / -
met2: 1590 / 0.392 / 69500
met1: 15200 / 0.344 / 55400
met5: - / 0.0130 / 303
-- worst paths after layout --
kind	startpoint	to	slack, ns
setup / recovery	read_sel_1[2]	read_data_1[9]	0.76
hold / removal	write_data[3]	register_file[15][3]$_DFFE_PP_	1.42
Power is estimated from default activity; no workload was simulated.
